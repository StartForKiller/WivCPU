`design/flow/design.v`:
```
`timescale 1ns / 1ps
package WivDefines;
typedef struct packed {
    bit valid;
    bit [63:0] PC;
    bit [31:0] instruction;
} IF_ID_t;
typedef struct packed {
    bit        valid;
    bit [63:0] PC;
    bit [6:0]  opcode;
    bit [2:0]  funct3;
    bit [6:0]  funct7;
    bit [63:0] dat_a;
    bit [63:0] dat_b;
    bit [4:0]  rd;
    bit [11:0] csr;
    bit        we;
    bit        ld;
    bit        st;
    bit        jmp;
    bit        invalidate_icache;
    bit        invalidate_dcache;
    bit        csr_st;
    bit        amo;
    bit        trap;
} ID_EX_t;
typedef struct packed {
    bit        valid;
    bit [63:0] PC;
    bit [2:0]  funct3;
    bit [4:0]  funct5;
    bit [63:0] data;
    bit [63:0] addr;
    bit [4:0]  rd;
    bit [11:0] csr;
    bit [63:0] csr_data;
    bit        we;
    bit        ld;
    bit        st;
    bit        csr_st;
    bit        amo;
} EX_MEM_t;
typedef struct packed {
    bit        valid;
    bit [63:0] PC;
    bit [63:0] data;
    bit [4:0]  rd;
    bit        we;
} MEM_WB_t;
typedef enum bit [6:0] {
    LOAD      = 7'h3,
    LOAD_FP   = 7'h7,
    CUSTOM_0  = 7'hB,
    MISC_MEM  = 7'hF,
    OP_IMM    = 7'h13,
    AUIPC     = 7'h17,
    OP_IMM_32 = 7'h1B,
    RESERVED0 = 7'h1F,
    STORE     = 7'h23,
    STORE_FP  = 7'h27,
    CUSTOM_1  = 7'h2B,
    AMO       = 7'h2F,
    OP        = 7'h33,
    LUI       = 7'h37,
    OP_32     = 7'h3B,
    RESERVED1 = 7'h3F,
    MADD      = 7'h43,
    MSUB      = 7'h47,
    NMSUB     = 7'h4B,
    NMADD     = 7'h4F,
    OP_FP     = 7'h53,
    RESERVED2 = 7'h57,
    CUSTOM_2  = 7'h5B,
    RESERVED3 = 7'h5F,
    BRANCH    = 7'h63,
    JALR      = 7'h67,
    RESERVED4 = 7'h6B,
    JAL       = 7'h6F,
    SYSTEM    = 7'h73,
    RESERVED5 = 7'h77,
    CUSTOM_3  = 7'h7B,
    RESERVED6 = 7'h7F
} opcode_type_t;
typedef enum bit [1:0] {
    C0        = 2'h0,
    C1        = 2'h1,
    C2        = 2'h2
} cop_type_t;
typedef enum bit [2:0] {
    C_ADDI4SPN= 3'h0,
    C_FLD     = 3'h1,
    C_LW      = 3'h2,
    C_LD      = 3'h3,
    C_RESERVED= 3'h4,
    C_FSD     = 3'h5,
    C_SW      = 3'h6,
    C_SD      = 3'h7
} cfunct3_c0_type_t;
typedef enum bit [2:0] {
    C_ADDI    = 3'h0,
    C_ADDIW   = 3'h1,
    C_LI      = 3'h2,
    C_LUI     = 3'h3,
    C_ALU     = 3'h4,
    C_J       = 3'h5,
    C_BEQZ    = 3'h6,
    C_BNEZ    = 3'h7
} cfunct3_c1_type_t;
typedef enum bit [2:0] {
    C_SLLI    = 3'h0,
    C_FLDSP   = 3'h1,
    C_LWSP    = 3'h2,
    C_LDSP    = 3'h3,
    C_SPECIAL = 3'h4,
    C_FSDSP   = 3'h5,
    C_SWSP    = 3'h6,
    C_SDSP    = 3'h7
} cfunct3_c2_type_t;
typedef enum bit [2:0] {
    ADDI      = 3'h0,
    SLLI      = 3'h1,
    SLTI      = 3'h2,
    SLTIU     = 3'h3,
    XORI      = 3'h4,
    SRLI_SRAI = 3'h5,
    ORI       = 3'h6,
    ANDI      = 3'h7
} funct3_type_t;
typedef enum bit [2:0] {
    LB_SB     = 3'h0,
    LH_SH     = 3'h1,
    LW_SW     = 3'h2,
    LD_SD     = 3'h3,
    LBU       = 3'h4,
    LHU       = 3'h5,
    LWU       = 3'h6
} funct3_ld_type_t;
typedef enum bit [2:0] {
    FENCE     = 3'h0,
    FENCE_I   = 3'h1
} funct3_misc_mem_type_t;
typedef enum bit [2:0] {
    PRIV      = 3'h0,
    CSRRW     = 3'h1,
    CSRRS     = 3'h2,
    CSRRC     = 3'h3,
    CSRRWI    = 3'h5,
    CSRRSI    = 3'h6,
    CSRRCI    = 3'h7
} funct3_system_type_t;
typedef enum bit [11:0] {
    ECALL      = 12'h000,
    EBREAK     = 12'h001,
    MRET       = 12'h302,
    WFI        = 12'h105
} funct12_system_type_t;
typedef enum bit [4:0] {
    AMOADD     = 5'h00,
    AMOSWAP    = 5'h01,
    LR         = 5'h02,
    SC         = 5'h03,
    AMOXOR     = 5'h04,
    AMOOR      = 5'h08,
    AMOAND     = 5'h0C,
    AMOMIN     = 5'h10,
    AMOMAX     = 5'h14,
    AMOMINU    = 5'h18,
    AMOMAXU    = 5'h1C
} funct5_amo_type_t;
typedef enum bit [1:0] {
    PMP_MODE_OFF    = 2'h0,
    PMP_MODE_TOR    = 2'h1,
    PMP_MODE_NA4    = 2'h2,
    PMP_MODE_NAPOT  = 2'h3
} pmp_cfg_mode_t;
typedef struct packed {
    bit             lock;
    pmp_cfg_mode_t  mode;
    bit             exec;
    bit             write;
    bit             read;
} pmp_cfg_t;
typedef enum bit [1:0] {
    PMP_REQ_EXEC    = 2'h0,
    PMP_REQ_READ    = 2'h1,
    PMP_REQ_WRITE   = 2'h2
} pmp_req_type_t;
endpackage: WivDefines
`timescale 1ns / 1ps
module regfile(
    input i_clk,
    input i_reset,
    input [4:0]   i_sel_a,
    input [4:0]   i_sel_b,
    output [63:0] o_dat_a,
    output [63:0] o_dat_b,
    input [4:0]   i_sel_w,
    input [63:0]  i_dat_w,
    input         i_we
);
reg [63:0] Regs[31:0];
initial begin
    integer i;
    for(i = 0; i < 32; i = i + 1) begin
        Regs[i] = 64'h0;
    end
end
assign o_dat_a = (i_we && i_sel_w == i_sel_a && i_sel_a != 0) ?
                    i_dat_w :
                    Regs[i_sel_a];
assign o_dat_b = (i_sel_a == i_sel_b) ?
                    o_dat_a :
                    ((i_we && i_sel_w == i_sel_b && i_sel_b != 0) ?
                        i_dat_w :
                        Regs[i_sel_b]
                    );
always @(posedge i_clk) begin
    if(i_reset) begin
        integer i;
        for(i = 0; i < 32; i = i + 1) begin
            Regs[i] <= 64'h0;
        end
    end else if(i_we && i_sel_w != 5'h0) begin
        Regs[i_sel_w] <= i_dat_w;
    end
end
endmodule
```
`design/flow/run.sh`:
```
#!/bin/bash
# OpenROAD 26Q1-2900-gdf79404cd8, Yosys 0.63+post, stock flow scripts
make -C /OpenROAD-flow-scripts/flow DESIGN_CONFIG=/design/flow/config.mk WORK_HOME=/design/flow/orfs finish
```
`design/flow/config.mk`:
```
export PLATFORM = sky130hd
export DESIGN_NAME = regfile
export DESIGN_NICKNAME = regfile
export VERILOG_FILES = /design/flow/design.v
export SDC_FILE = /design/flow/constraint.sdc
export NUM_CORES = 4
export LEC_CHECK = 1
export CORE_UTILIZATION = 50
```
`design/flow/constraint.sdc`:
```
current_design regfile

set clk_period 24.5
set clk_io_pct 0.2

create_clock -name clk0 -period $clk_period [get_ports {i_clk}]

set non_clock_inputs [all_inputs -no_clocks]
set_input_delay [expr $clk_period * $clk_io_pct] -clock clk0 $non_clock_inputs
set_output_delay [expr $clk_period * $clk_io_pct] -clock clk0 [all_outputs]
```
==> summary.txt <==
Notes on the physical design

The run finished with clean final reports. The number of enable-type register cells in the synthesized netlist is 2048. At the floorplan stage, the core utilization is reported as 50.3%. Global routing used 43.9% of the available tracks. The clock slew at the register clock pins of the worst setup and hold paths is 0.06 ns.

The highest ir drop seen on vdd is 0.0000691 V. The share of synthesized registers carrying an async set or reset is 0%. The die height is 473 µm. In this run the static leakage power is 42.7 nW.

The post-synthesis share of cell area spent on and-or and or-and gates is 4.32%. After synthesis, the largest area contributor takes up 55.5% of total cell area. The worst setup path is captured at a primary output. Port buffering added 209 buffers.

The number of maximum-capacitance constraint violations is 0. The total negative slack is 0 ns. For reference, simple AND, OR, NAND and NOR cells occupy 13.3% of the area reported after synthesis.

The number of pins exceeding their max-slew limit in the final report is 0. The sum of overflow across all layers after global routing is 0. Net switching is 25.3% of the power. The average vias per placed instance is 6.71. STA classifies the critical path startpoint as a primary input.

The final-report hold violation count is 0. The number of hold buffers added after CTS is 0. The overall die size recorded for this design is 223000 µm². TritonCTS built the clock tree.

Setup repair after global routing left no endpoint under its margin. The number of flip-flops under the largest register name is 2048. The critical path in this run is classified as in -> out. Sequential cells account for 47.5% of the total power. The total length of routed wires is 436 mm. Summed over all nets, wire length on met3 after detailed routing comes to 88.3 mm. The clock period could shrink to 15.16 ns. The root buffer cell is sky130_fd_sc_hd__clkbuf_16. The combinational family with the most area after synthesis is multiplexers. The count of yosys warnings during synthesis is 1. The first-pass GRT wire length is 601 mm.

The H-tree was split into 4 levels. Dividing the final minimum period by the clock period gives 61.9%. Per the run report, area growth between synthesis and finish was 11.1%.

The final report lists the setup-violating endpoint count as 0. The utilization after layout is 56.0%. The estimated wirelength of the detail-placed design is 246 mm. The worst-case clock buffer depth is 3. In this run the remaining antenna-violating nets after routing total 0. Of the total power, the clock network draws 39.7%. The total routed wire length on the met1 layer is 131 mm. Yosys reports that the most numerous cell types are 2048 x sky130_fd_sc_hd__edfxtp_1, 1988 x sky130_fd_sc_hd__and2_1, 853 x sky130_fd_sc_hd__mux4_2. CTS added clock buffers totalling 225. The number of cell instances after yosys synthesis is 7467.

Clock tree synthesis found a total of 2048 sinks. The area fraction in full adders, half adders and majority gates is 0%. Per STA, the highest per-stage delay on the worst path measures 0.63 ns.

The floorplan has 172 rows. Yosys reported a register bit count of 2048. Looking at the critical path, the highest net fanout was 42. The horizontal die size is 473 µm. The number of ports placed on the die boundary is 210.

For reference, the critical path cell chain is buf_8 -> buf_4 -> buf_4 -> buf_4 -> buf_4 -> buf_4 -> mux4_2 -> nor2b_1 -> a211oi_1 -> a21oi_1 -> a221o_1 -> clkdlybuf4s50_1. By area the synthesized netlist is led by sky130_fd_sc_hd__edfxtp_1 56%, sky130_fd_sc_hd__mux4_2 17%, sky130_fd_sc_hd__and2_1 11%. Looking at the post-CTS report, the setup buffer insertion count equals 0.

Entering global routing, the biggest net connects 66 pins. The final weighted congestion in routability-driven placement is 0.952. In this run, the combinational gates consume 12.9% of the power. The switching component of the power is 0.00221 W.

Synthesis instantiated 70 different standard cells from the library. In the final layout, the share of cells above drive strength 1 is 22.1%. The chip area from the yosys synthesis statistics is 111000 µm². The critical path required time is 19.60 ns.

In this design, the critical path's most frequently occurring cell is sky130_fd_sc_hd__buf_4. The mean area per synthesized cell is 14.8 µm². The most used flip-flop cell is sky130_fd_sc_hd__edfxtp_1.

In this build the clock could be raised as far as 66.0 MHz. The startpoint of the worst setup timing path is i_sel_b[0]. The library cell with the largest summed area after synthesis is sky130_fd_sc_hd__edfxtp_1. The most repeated cell in the gate-level netlist after synthesis is sky130_fd_sc_hd__edfxtp_1. More flip-flops sit in one register than any other, and that register is Regs. The count of cells resized by post-cts repair is 0. The area of the core is 220000 µm². The arrival time of data at the worst endpoint is listed as 10.26 ns. The internal power is 0.00652 W. The routed length per placed instance is 40.9 µm. The report lists the power per cell area as 70.9 nW/µm². The post-synth design cell area is 111000 µm². The count of TritonRoute iterations in the first routing pass is 8.

The cell with the biggest individual delay on the critical path is sky130_fd_sc_hd__buf_4. For reference, the mux area share after synthesis is 22.7%. Looking at the max-slew report, the worst-margin pin has a slew of 1.13 ns. The register share after synthesis is 55.5%. In the final layout, the registers with the most flip-flops are Regs: 2048 flops. The highest metal layer with signal wires is met5. The max-slew check reports its worst relative slack as 23.6%. The type recorded for the worst min-delay path is in -> reg. The met2 wirelength from detailed routing is 189 mm. Synthesis produced a netlist whose cell count is 7467. The violation count after the first detailed-route iteration is 5433.

TritonRoute reported its final design rule violation total as 0. The detailed-route via count is 71600. The stage logs contain a warning count of 26. The share of the synthesized netlist area taken by xor and xnor gates is 0.111%. The via count of the first global-routing pass is 75700.

The number of antenna violations at the first check in global routing is 37. The startpoint identified for the worst hold timing path is i_reset.
-- path summary, 6_finish.rpt --
path / endpoint / slack [ns] / cells past startpoint
setup / recovery: o_dat_b[43] / 9.34 / 12
hold / removal: Regs[0][25]$_SDFFCE_PN0P_ / 4.39 / 1
-- metal layers --
metal	GRT usage, %	up-vias
met5	6.88	-
met3	37.5	1348
met1	51.3	35200
met2	57.1	6285
li1	-	28700
met4	21.4	74
-- worst max-delay path, delay by kind of cell --
family	cells	cell delay (ns)
multiplexers	1	0.57
AND/OR/NAND/NOR	1	0.14
AND-OR/OR-AND	3	0.81
buffers and inverters	7	3.66
-- power by group through the flow --
stage         registers (W)  clock network, W  logic, W
CTS                 0.00414           0.00348   0.00110
global route        0.00417           0.00360   0.00116
finish              0.00414           0.00346   0.00113
-- cell families (layout without fill, tap and decap cells) --
kind of cell,after synthesis,count (layout)
AND/OR/NAND/NOR,2461,2461
flip-flops,2048,2048
multiplexers,1428,1428
buffers and inverters,831,968
AND-OR/OR-AND,684,684
XOR/XNOR,14,14
other,1,115
-- metrics by stage --
| step | worst slack (ns) | power, W | hold WS [ns] | cell area (µm²) | cells |
|---|---|---|---|---|---|
| after detailed placement | 9.30 | 0.00531 | 5.28 | 116000 | 10200 |
| after CTS | 9.29 | 0.00872 | 4.35 | 123000 | 10600 |
| final | 9.34 | 0.00873 | 4.39 | 123000 | 10700 |
| after floorplan | 13.00 | 0.00482 | 5.10 | 111000 | 7530 |
| after global routing | 8.96 | 0.00893 | 4.37 | 123000 | 10600 |
| after global placement | 9.28 | 0.00530 | 5.28 | 116000 | 10200 |
-- layout make-up --
type / count / area, µm²
sequential: 2048 / 61500
timing repair buffer: 551 / 4870
tap: 2958 / 3700
clock buffer: 267 / 5850
inverter: 7 / 26.3
multi-input combinational: 4651 / 45500
fill: 16900 / 96900
antenna: 51 / 128
clock inverter: 143 / 1530
-- layout by cell type (no fill, tap or decap), types with 9 or more instances in the layout --
| cell type | count |
|---|---|
| sky130_fd_sc_hd__nand3_1 | 17 |
| sky130_fd_sc_hd__a22o_1 | 13 |
| sky130_fd_sc_hd__clkdlybuf4s50_1 | 198 |
| sky130_fd_sc_hd__nand2_1 | 161 |
| sky130_fd_sc_hd__clkbuf_16 | 228 |
| sky130_fd_sc_hd__a21oi_1 | 82 |
| sky130_fd_sc_hd__mux2_2 | 57 |
| sky130_fd_sc_hd__clkinv_1 | 46 |
| sky130_fd_sc_hd__buf_12 | 15 |
| sky130_fd_sc_hd__nor3_1 | 55 |
| sky130_fd_sc_hd__nor4_1 | 17 |
| sky130_fd_sc_hd__o21ai_0 | 62 |
| sky130_fd_sc_hd__mux4_2 | 853 |
| sky130_fd_sc_hd__bufinv_16 | 30 |
| sky130_fd_sc_hd__nor2b_1 | 45 |
| sky130_fd_sc_hd__o31ai_1 | 16 |
| sky130_fd_sc_hd__nor2_1 | 48 |
| sky130_fd_sc_hd__conb_1 | 64 |
| sky130_fd_sc_hd__or2_4 | 32 |
| sky130_fd_sc_hd__mux2i_1 | 510 |
| sky130_fd_sc_hd__buf_4 | 329 |
| sky130_fd_sc_hd__clkbuf_1 | 39 |
| sky130_fd_sc_hd__o22ai_1 | 185 |
| sky130_fd_sc_hd__o41ai_1 | 11 |
| sky130_fd_sc_hd__and2_1 | 1987 |
| sky130_fd_sc_hd__diode_2 | 51 |
| sky130_fd_sc_hd__a211oi_1 | 76 |
| sky130_fd_sc_hd__a221oi_1 | 25 |
| sky130_fd_sc_hd__a22oi_1 | 88 |
| sky130_fd_sc_hd__or3_1 | 9 |
| sky130_fd_sc_hd__nor2_4 | 36 |
| sky130_fd_sc_hd__nand2b_1 | 10 |
| sky130_fd_sc_hd__a221o_1 | 13 |
| sky130_fd_sc_hd__o221ai_1 | 54 |
| sky130_fd_sc_hd__clkinv_2 | 47 |
| sky130_fd_sc_hd__edfxtp_1 | 2048 |
| sky130_fd_sc_hd__xnor2_1 | 9 |
Power figures rest on the tool's default switching activity, not on a simulated workload.
