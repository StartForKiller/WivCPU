**flow/design.v**
```verilog
`timescale 1ns / 1ps
package WivDefines;
typedef struct packed {
    bit valid;
    bit [63:0] PC;
    bit [31:0] instruction;
} IF_ID_t;
typedef struct packed {
    bit        valid;
    bit [63:0] PC;
    bit [6:0]  opcode;
    bit [2:0]  funct3;
    bit [6:0]  funct7;
    bit [63:0] dat_a;
    bit [63:0] dat_b;
    bit [4:0]  rd;
    bit [11:0] csr;
    bit        we;
    bit        ld;
    bit        st;
    bit        jmp;
    bit        invalidate_icache;
    bit        invalidate_dcache;
    bit        csr_st;
    bit        amo;
    bit        trap;
} ID_EX_t;
typedef struct packed {
    bit        valid;
    bit [63:0] PC;
    bit [2:0]  funct3;
    bit [4:0]  funct5;
    bit [63:0] data;
    bit [63:0] addr;
    bit [4:0]  rd;
    bit [11:0] csr;
    bit [63:0] csr_data;
    bit        we;
    bit        ld;
    bit        st;
    bit        csr_st;
    bit        amo;
} EX_MEM_t;
typedef struct packed {
    bit        valid;
    bit [63:0] PC;
    bit [63:0] data;
    bit [4:0]  rd;
    bit        we;
} MEM_WB_t;
typedef enum bit [6:0] {
    LOAD      = 7'h3,
    LOAD_FP   = 7'h7,
    CUSTOM_0  = 7'hB,
    MISC_MEM  = 7'hF,
    OP_IMM    = 7'h13,
    AUIPC     = 7'h17,
    OP_IMM_32 = 7'h1B,
    RESERVED0 = 7'h1F,
    STORE     = 7'h23,
    STORE_FP  = 7'h27,
    CUSTOM_1  = 7'h2B,
    AMO       = 7'h2F,
    OP        = 7'h33,
    LUI       = 7'h37,
    OP_32     = 7'h3B,
    RESERVED1 = 7'h3F,
    MADD      = 7'h43,
    MSUB      = 7'h47,
    NMSUB     = 7'h4B,
    NMADD     = 7'h4F,
    OP_FP     = 7'h53,
    RESERVED2 = 7'h57,
    CUSTOM_2  = 7'h5B,
    RESERVED3 = 7'h5F,
    BRANCH    = 7'h63,
    JALR      = 7'h67,
    RESERVED4 = 7'h6B,
    JAL       = 7'h6F,
    SYSTEM    = 7'h73,
    RESERVED5 = 7'h77,
    CUSTOM_3  = 7'h7B,
    RESERVED6 = 7'h7F
} opcode_type_t;
typedef enum bit [1:0] {
    C0        = 2'h0,
    C1        = 2'h1,
    C2        = 2'h2
} cop_type_t;
typedef enum bit [2:0] {
    C_ADDI4SPN= 3'h0,
    C_FLD     = 3'h1,
    C_LW      = 3'h2,
    C_LD      = 3'h3,
    C_RESERVED= 3'h4,
    C_FSD     = 3'h5,
    C_SW      = 3'h6,
    C_SD      = 3'h7
} cfunct3_c0_type_t;
typedef enum bit [2:0] {
    C_ADDI    = 3'h0,
    C_ADDIW   = 3'h1,
    C_LI      = 3'h2,
    C_LUI     = 3'h3,
    C_ALU     = 3'h4,
    C_J       = 3'h5,
    C_BEQZ    = 3'h6,
    C_BNEZ    = 3'h7
} cfunct3_c1_type_t;
typedef enum bit [2:0] {
    C_SLLI    = 3'h0,
    C_FLDSP   = 3'h1,
    C_LWSP    = 3'h2,
    C_LDSP    = 3'h3,
    C_SPECIAL = 3'h4,
    C_FSDSP   = 3'h5,
    C_SWSP    = 3'h6,
    C_SDSP    = 3'h7
} cfunct3_c2_type_t;
typedef enum bit [2:0] {
    ADDI      = 3'h0,
    SLLI      = 3'h1,
    SLTI      = 3'h2,
    SLTIU     = 3'h3,
    XORI      = 3'h4,
    SRLI_SRAI = 3'h5,
    ORI       = 3'h6,
    ANDI      = 3'h7
} funct3_type_t;
typedef enum bit [2:0] {
    LB_SB     = 3'h0,
    LH_SH     = 3'h1,
    LW_SW     = 3'h2,
    LD_SD     = 3'h3,
    LBU       = 3'h4,
    LHU       = 3'h5,
    LWU       = 3'h6
} funct3_ld_type_t;
typedef enum bit [2:0] {
    FENCE     = 3'h0,
    FENCE_I   = 3'h1
} funct3_misc_mem_type_t;
typedef enum bit [2:0] {
    PRIV      = 3'h0,
    CSRRW     = 3'h1,
    CSRRS     = 3'h2,
    CSRRC     = 3'h3,
    CSRRWI    = 3'h5,
    CSRRSI    = 3'h6,
    CSRRCI    = 3'h7
} funct3_system_type_t;
typedef enum bit [11:0] {
    ECALL      = 12'h000,
    EBREAK     = 12'h001,
    MRET       = 12'h302,
    WFI        = 12'h105
} funct12_system_type_t;
typedef enum bit [4:0] {
    AMOADD     = 5'h00,
    AMOSWAP    = 5'h01,
    LR         = 5'h02,
    SC         = 5'h03,
    AMOXOR     = 5'h04,
    AMOOR      = 5'h08,
    AMOAND     = 5'h0C,
    AMOMIN     = 5'h10,
    AMOMAX     = 5'h14,
    AMOMINU    = 5'h18,
    AMOMAXU    = 5'h1C
} funct5_amo_type_t;
typedef enum bit [1:0] {
    PMP_MODE_OFF    = 2'h0,
    PMP_MODE_TOR    = 2'h1,
    PMP_MODE_NA4    = 2'h2,
    PMP_MODE_NAPOT  = 2'h3
} pmp_cfg_mode_t;
typedef struct packed {
    bit             lock;
    pmp_cfg_mode_t  mode;
    bit             exec;
    bit             write;
    bit             read;
} pmp_cfg_t;
typedef enum bit [1:0] {
    PMP_REQ_EXEC    = 2'h0,
    PMP_REQ_READ    = 2'h1,
    PMP_REQ_WRITE   = 2'h2
} pmp_req_type_t;
endpackage: WivDefines
`timescale 1ns / 1ps
module wb_intercon(
    input i_clk,
    input i_reset,
    output [63:0] o_wb_adr,
    input [63:0]  i_wb_dat,
    output [63:0] o_wb_dat,
    output        o_wb_we,
    output [7:0]  o_wb_sel,
    output        o_wb_stb,
    input         i_wb_ack,
    output        o_wb_cyc,
    input         i_wb_stall,
    input [63:0]  i_icache_wb_adr,
    output [63:0] o_icache_wb_dat,
    input [63:0]  i_icache_wb_dat,
    input         i_icache_wb_we,
    input [7:0]   i_icache_wb_sel,
    input         i_icache_wb_stb,
    output        o_icache_wb_ack,
    input         i_icache_wb_cyc,
    output        o_icache_wb_stall,
    output        o_icache_wb_rty,
    input         i_icache_wb_lock,
    input [63:0]  i_dcache_wb_adr,
    output [63:0] o_dcache_wb_dat,
    input [63:0]  i_dcache_wb_dat,
    input         i_dcache_wb_we,
    input [7:0]   i_dcache_wb_sel,
    input         i_dcache_wb_stb,
    output        o_dcache_wb_ack,
    input         i_dcache_wb_cyc,
    output        o_dcache_wb_stall,
    output        o_dcache_wb_rty,
    input         i_dcache_wb_lock,
    input [63:0]  i_dm_wb_adr,
    output [63:0] o_dm_wb_dat,
    input [63:0]  i_dm_wb_dat,
    input         i_dm_wb_we,
    input [7:0]   i_dm_wb_sel,
    input         i_dm_wb_stb,
    output        o_dm_wb_ack,
    input         i_dm_wb_cyc,
    output        o_dm_wb_stall,
    output        o_dm_wb_rty,
    input         i_dm_wb_lock,
    output [1:0]  o_device_working
);
wire [1:0] device_working;
assign o_device_working = device_working;
assign device_working = (i_icache_wb_cyc && i_icache_wb_lock) ? 2'h1 : ((i_dcache_wb_cyc && i_dcache_wb_lock) ? 2'h2 : ((i_dm_wb_cyc && i_dm_wb_lock) ? 2'h3 : 2'h0));
assign o_wb_adr = device_working == 2'h3 ? (i_dm_wb_adr) : (device_working == 2'h2 ? (i_dcache_wb_adr) : (device_working == 2'h1 ? (i_icache_wb_adr) : (64'h0)));
assign o_wb_dat = device_working == 2'h3 ? (i_dm_wb_dat) : (device_working == 2'h2 ? (i_dcache_wb_dat) : (device_working == 2'h1 ? (i_icache_wb_dat) : (64'h0)));
assign o_wb_we  = device_working == 2'h3 ? (i_dm_wb_we)  : (device_working == 2'h2 ? (i_dcache_wb_we)  : (device_working == 2'h1 ? (i_icache_wb_we)  : (1'b0) ));
assign o_wb_sel = device_working == 2'h3 ? (i_dm_wb_sel) : (device_working == 2'h2 ? (i_dcache_wb_sel) : (device_working == 2'h1 ? (i_icache_wb_sel) : (8'h0) ));
assign o_wb_stb = device_working == 2'h3 ? (i_dm_wb_stb) : (device_working == 2'h2 ? (i_dcache_wb_stb) : (device_working == 2'h1 ? (i_icache_wb_stb) : (1'b0) ));
assign o_wb_cyc = device_working == 2'h3 ? (i_dm_wb_cyc) : (device_working == 2'h2 ? (i_dcache_wb_cyc) : (device_working == 2'h1 ? (i_icache_wb_cyc) : (1'b0) ));
assign o_icache_wb_dat   = device_working == 2'h1 ? (i_wb_dat)   : (64'h0);
assign o_icache_wb_ack   = device_working == 2'h1 ? (i_wb_ack)   : (1'b0);
assign o_icache_wb_rty   = device_working == 2'h1 ? (1'b0)       : (i_icache_wb_lock);
assign o_icache_wb_stall = device_working == 2'h1 ? (i_wb_stall) : (1'b0);
assign o_dcache_wb_dat   = device_working == 2'h2 ? (i_wb_dat)   : (64'h0);
assign o_dcache_wb_ack   = device_working == 2'h2 ? (i_wb_ack)   : (1'b0);
assign o_dcache_wb_rty   = device_working == 2'h2 ? (1'b0)       : (i_dcache_wb_lock);
assign o_dcache_wb_stall = device_working == 2'h2 ? (i_wb_stall) : (1'b0);
assign o_dm_wb_dat       = device_working == 2'h3 ? (i_wb_dat)   : (64'h0);
assign o_dm_wb_ack       = device_working == 2'h3 ? (i_wb_ack)   : (1'b0);
assign o_dm_wb_rty       = device_working == 2'h3 ? (1'b0)       : (i_dm_wb_lock);
assign o_dm_wb_stall     = device_working == 2'h3 ? (i_wb_stall) : (1'b0);
endmodule
```
**flow/constraint.sdc**
```tcl
current_design wb_intercon

set clk_period 18.1
set clk_io_pct 0.2

create_clock -name clk0 -period $clk_period

set non_clock_inputs [all_inputs -no_clocks]
set_input_delay [expr $clk_period * $clk_io_pct] -clock clk0 $non_clock_inputs
set_output_delay [expr $clk_period * $clk_io_pct] -clock clk0 [all_outputs]
```
**flow/config.mk**
```make
export PLATFORM = sky130hd
export DESIGN_NAME = wb_intercon
export DESIGN_NICKNAME = wb_intercon
export VERILOG_FILES = /design/flow/design.v
export SDC_FILE = /design/flow/constraint.sdc
export NUM_CORES = 4
export LEC_CHECK = 1
export CORE_AREA = 10 10 322 322
export DIE_AREA = 0 0 332 332
```
**flow/run.sh**
```bash
#!/bin/bash
# OpenROAD 26Q1-2900-gdf79404cd8, Yosys 0.63+post, stock flow scripts
make -C /OpenROAD-flow-scripts/flow DESIGN_CONFIG=/design/flow/config.mk WORK_HOME=/design/flow/orfs finish
```
==> Changelog: implementation <==
## Flow update

* Run status: completed
* Met3 wire length at between 10 and 15 mm
* CP max stage delay at slightly above 0.8 ns
* Worst IR Drop VDD at 0.000009476 V
* Post-route antenna net violation count at 0
* Mapped Area at 4011 µm²
* Initial antenna violation count at approximately 85
* Main area contributors: a221o_1 (34%), and3_1 (32%), and2_1 (21%)
* Max Cap Viol at 0
* Routed WL at approximately 83 mm
* Vias in the first global route at a little under 9,000
* Post-synth seq share at 0%
* Cell with the most instances after synthesis: and3_1
* Die H at roughly 330 µm
* Final setup viols at 0
* Crit end category: output pin
* Die W at ~330 µm
* Family with the most delay on the worst path: buffers and inverters
* Ys cells at just under 600
* Top cells by count: and3_1 (204), a221o_1 (138), and2_1 (132)
* RSZ-0062 raised after global routing: false
* Distinct lib cells used at 15
* Worst Setup Path Type: in -> out
* Critical path required time at approximately 14 ns
* Ys Warns at 0
* OpenROAD warnings at 34
* Power Density at about 23 nW/µm²
* Comb area at around 3600 µm²
* Worst Path Buf+Inv at 4
* Layout fillers at roughly 11,000
* Hold WS at 8.100 ns
* Fin crit share at between 50% and 60%
* Cells after Synth at between 500 and 600
* Total GRT Usage at ~14%
* Layout clock buffers at 0
* Area Growth Syn to Fin at 239.0%
* Largest net degree at the start of global routing at roughly 93
* GR Overflow Total at 0
* Fin. max-slew vios at 0
* FMAX at around 90 MHz
* First-pass GRT wire length at ~100 mm
* Vias per cell at between 3 and 4
* IO Pins at 830
* Post-cts hold buffer count at 0
* Gates resized, CTS repair at 0
* Crit-path cells: clkdlybuf4s50_1 -> nand2_1 -> a21oi_4 -> buf_4 -> buf_4 -> a221o_1 -> clkdlybuf4s50_1
* Largest area contributor in the synthesized netlist: a221o_1
* # Post-CTS Setup Buffers at 0
* Crit Path Max Fanout at 71
* Gpl congestion at between 0.8 and 0.9
* Slew at the pin closest to its max-slew limit at a little under 0.9 ns
* Seq_cells at 0
* Yosys chip area at 4011 µm²
* Layout cell share with drive strength beyond 1 at 1.133%
* Row Count at between 100 and 150
* P_leak at approximately 0.0052 µW
* DRT iter0 DRCs at 488
* Vias at around 8,600
* Slowest CP cell: clkdlybuf4s50_1
* 1st-pass router iterations at 4
* FF/Latch Area at 0 µm²
* DRT met1 WL at approximately 34 mm
* Highest Signal Layer: met5
* Hold crit path type: in -> out
* Final setup TNS at 0 ns
* Core ar. at 96,710 µm²
* Dominant cell area share at approximately 34%
* Min Tclk post-route at ~11 ns
* Crit start category: input port
* Final-report hold violation count at 0
* Slew HR at between 40% and 50%
* Met2 routed WL at 36.05 mm
* Die Area at roughly 110,000 µm²
* Post-route DRC at 0
* WL per Instance at between 30 and 40 µm
* Port Buffers at approximately 830
* Fp util at roughly 4.1%
* Dpl hpwl at 75.58 mm
* Syn avg cell area at around 7 µm²
* Worst Path Arrival at between 7 and 8 ns
==> cell families (layout without fill, tap and decap cells) <==
kind of cell	count (synthesis)	in the layout	synth area share [%]
AOI/OAI and AO/OA	141	141	34.97
buffers and inverters	91	838	11.32
other	0	23	0
and+or+nand+nor	345	345	53.71
==> worst min-delay path: cells and delay by family <==
family / cells / cell delay, ns
buf+inv: 2 / 0.64
simple gates: 2 / 0.21
==> metrics by stage <==
stage | utilization, % | worst slack (ns) | total power (µW) | cells | area, µm²
finish | 14.06 | 7.285 | 318.6 | 2623 | 13600
global route | 14.00 | 7.094 | 336.8 | 2600 | 13540
CTS | 14.00 | 7.271 | 327.3 | 2600 | 13540
detailed placement | 14.00 | 7.273 | 324.4 | 2600 | 13540
global placement | 14.00 | 7.279 | 325.3 | 2600 | 13540
floorplan | - | 9.809 | 57.40 | 577 | 4011
==> path summary, 6_finish.rpt <==
| path | from | end | slack (ns) | depth (start not counted) |
|---|---|---|---|---|
| max | i_dcache_wb_lock | o_wb_dat[59] | 7.29 | 7 |
| min | i_icache_wb_cyc | o_wb_cyc | 8.10 | 4 |
==> cell type report <==
cell class                      count  area share, %
Antenna cell                       23         0.4233
Multi-Input combinational cell    486          26.22
Tap cell                         1276          11.74
Timing Repair Buffer              838          61.62
==> metal layers <==
layer  vias up  track usage (%)
li1       3804                -
met1      4049            18.32
met2       583            21.95
met3       110            8.583
met4        94           0.1996
met5         -                0
==> where the power goes <==
part           switching, µW  internal, µW  total (µW)
Clock                      0     0.0000382   0.0000383
Combinational            122           197         319
Sequential                 0             0           0
Total                    122           197         319
==> layout by cell type, fill, tap and decap left out, drive strengths merged <==
cell,count
nand3,1
diode,23
nand2,4
and2,132
clkdlybuf4s50,826
buf,12
a221o,138
and4,1
a22oi,1
nor2b,3
a21oi,2
and3,204
Power is estimated from default activity; no workload was simulated.
