[/design/flow/config.mk]
export PLATFORM = sky130hd
export DESIGN_NAME = dm
export DESIGN_NICKNAME = dm
export VERILOG_FILES = /design/flow/design.v
export SDC_FILE = /design/flow/constraint.sdc
export NUM_CORES = 4
export LEC_CHECK = 1
export CORE_UTILIZATION = 40
[/design/flow/design.v]
`timescale 1ns / 1ps
package WivDefines;
typedef struct packed {
    bit valid;
    bit [63:0] PC;
    bit [31:0] instruction;
} IF_ID_t;
typedef struct packed {
    bit        valid;
    bit [63:0] PC;
    bit [6:0]  opcode;
    bit [2:0]  funct3;
    bit [6:0]  funct7;
    bit [63:0] dat_a;
    bit [63:0] dat_b;
    bit [4:0]  rd;
    bit [11:0] csr;
    bit        we;
    bit        ld;
    bit        st;
    bit        jmp;
    bit        invalidate_icache;
    bit        invalidate_dcache;
    bit        csr_st;
    bit        amo;
    bit        trap;
} ID_EX_t;
typedef struct packed {
    bit        valid;
    bit [63:0] PC;
    bit [2:0]  funct3;
    bit [4:0]  funct5;
    bit [63:0] data;
    bit [63:0] addr;
    bit [4:0]  rd;
    bit [11:0] csr;
    bit [63:0] csr_data;
    bit        we;
    bit        ld;
    bit        st;
    bit        csr_st;
    bit        amo;
} EX_MEM_t;
typedef struct packed {
    bit        valid;
    bit [63:0] PC;
    bit [63:0] data;
    bit [4:0]  rd;
    bit        we;
} MEM_WB_t;
typedef enum bit [6:0] {
    LOAD      = 7'h3,
    LOAD_FP   = 7'h7,
    CUSTOM_0  = 7'hB,
    MISC_MEM  = 7'hF,
    OP_IMM    = 7'h13,
    AUIPC     = 7'h17,
    OP_IMM_32 = 7'h1B,
    RESERVED0 = 7'h1F,
    STORE     = 7'h23,
    STORE_FP  = 7'h27,
    CUSTOM_1  = 7'h2B,
    AMO       = 7'h2F,
    OP        = 7'h33,
    LUI       = 7'h37,
    OP_32     = 7'h3B,
    RESERVED1 = 7'h3F,
    MADD      = 7'h43,
    MSUB      = 7'h47,
    NMSUB     = 7'h4B,
    NMADD     = 7'h4F,
    OP_FP     = 7'h53,
    RESERVED2 = 7'h57,
    CUSTOM_2  = 7'h5B,
    RESERVED3 = 7'h5F,
    BRANCH    = 7'h63,
    JALR      = 7'h67,
    RESERVED4 = 7'h6B,
    JAL       = 7'h6F,
    SYSTEM    = 7'h73,
    RESERVED5 = 7'h77,
    CUSTOM_3  = 7'h7B,
    RESERVED6 = 7'h7F
} opcode_type_t;
typedef enum bit [1:0] {
    C0        = 2'h0,
    C1        = 2'h1,
    C2        = 2'h2
} cop_type_t;
typedef enum bit [2:0] {
    C_ADDI4SPN= 3'h0,
    C_FLD     = 3'h1,
    C_LW      = 3'h2,
    C_LD      = 3'h3,
    C_RESERVED= 3'h4,
    C_FSD     = 3'h5,
    C_SW      = 3'h6,
    C_SD      = 3'h7
} cfunct3_c0_type_t;
typedef enum bit [2:0] {
    C_ADDI    = 3'h0,
    C_ADDIW   = 3'h1,
    C_LI      = 3'h2,
    C_LUI     = 3'h3,
    C_ALU     = 3'h4,
    C_J       = 3'h5,
    C_BEQZ    = 3'h6,
    C_BNEZ    = 3'h7
} cfunct3_c1_type_t;
typedef enum bit [2:0] {
    C_SLLI    = 3'h0,
    C_FLDSP   = 3'h1,
    C_LWSP    = 3'h2,
    C_LDSP    = 3'h3,
    C_SPECIAL = 3'h4,
    C_FSDSP   = 3'h5,
    C_SWSP    = 3'h6,
    C_SDSP    = 3'h7
} cfunct3_c2_type_t;
typedef enum bit [2:0] {
    ADDI      = 3'h0,
    SLLI      = 3'h1,
    SLTI      = 3'h2,
    SLTIU     = 3'h3,
    XORI      = 3'h4,
    SRLI_SRAI = 3'h5,
    ORI       = 3'h6,
    ANDI      = 3'h7
} funct3_type_t;
typedef enum bit [2:0] {
    LB_SB     = 3'h0,
    LH_SH     = 3'h1,
    LW_SW     = 3'h2,
    LD_SD     = 3'h3,
    LBU       = 3'h4,
    LHU       = 3'h5,
    LWU       = 3'h6
} funct3_ld_type_t;
typedef enum bit [2:0] {
    FENCE     = 3'h0,
    FENCE_I   = 3'h1
} funct3_misc_mem_type_t;
typedef enum bit [2:0] {
    PRIV      = 3'h0,
    CSRRW     = 3'h1,
    CSRRS     = 3'h2,
    CSRRC     = 3'h3,
    CSRRWI    = 3'h5,
    CSRRSI    = 3'h6,
    CSRRCI    = 3'h7
} funct3_system_type_t;
typedef enum bit [11:0] {
    ECALL      = 12'h000,
    EBREAK     = 12'h001,
    MRET       = 12'h302,
    WFI        = 12'h105
} funct12_system_type_t;
typedef enum bit [4:0] {
    AMOADD     = 5'h00,
    AMOSWAP    = 5'h01,
    LR         = 5'h02,
    SC         = 5'h03,
    AMOXOR     = 5'h04,
    AMOOR      = 5'h08,
    AMOAND     = 5'h0C,
    AMOMIN     = 5'h10,
    AMOMAX     = 5'h14,
    AMOMINU    = 5'h18,
    AMOMAXU    = 5'h1C
} funct5_amo_type_t;
typedef enum bit [1:0] {
    PMP_MODE_OFF    = 2'h0,
    PMP_MODE_TOR    = 2'h1,
    PMP_MODE_NA4    = 2'h2,
    PMP_MODE_NAPOT  = 2'h3
} pmp_cfg_mode_t;
typedef struct packed {
    bit             lock;
    pmp_cfg_mode_t  mode;
    bit             exec;
    bit             write;
    bit             read;
} pmp_cfg_t;
typedef enum bit [1:0] {
    PMP_REQ_EXEC    = 2'h0,
    PMP_REQ_READ    = 2'h1,
    PMP_REQ_WRITE   = 2'h2
} pmp_req_type_t;
endpackage: WivDefines
`timescale 1ns / 1ps
module dm
(
    input i_clk,
    input i_reset,
    input            i_dmi_req_valid,
    output           o_dmi_req_ready,
    input  [6:0]     i_dmi_req_address,
    input  [31:0]    i_dmi_req_data,
    input  [1:0]     i_dmi_req_op,
    output reg       o_dmi_rsp_valid,
    input            i_dmi_rsp_ready,
    output [31:0]    o_dmi_rsp_data,
    output reg [1:0] o_dmi_rsp_op,
    output reg       o_halt,
    input            i_halted,
    output reg    o_reg_access,
    output reg    o_reg_we,
    output [63:0] o_reg_data,
    input [63:0]  i_reg_data,
    output [12:0] o_reg_addr,
    output [63:0]    o_wb_adr,
    input [63:0]     i_wb_dat,
    output [63:0]    o_wb_dat,
    output reg       o_wb_we,
    output reg [7:0] o_wb_sel,
    output reg       o_wb_stb,
    input            i_wb_ack,
    output reg       o_wb_cyc,
    input            i_wb_stall,
    input            i_wb_rty,
    output reg       o_wb_lock
);
reg [1:0] dmi_state;
assign o_dmi_req_ready = dmi_state == 2'h0;
reg [6:0]  req_addr;
reg [31:0] req_data;
assign o_dmi_rsp_data = req_data;
reg [31:0] reg_data0;
reg [31:0] reg_data1;
reg [31:0] reg_data2;
reg [31:0] reg_data3;
reg resumereq;
reg resume_ack;
reg keepalive;
reg [3:0] abstractcs;
wire       abstractcs_busy      = abstractcs[3:3];
wire [2:0] abstractcs_cmderr    = abstractcs[2:0];
reg [31:0] command;
reg [1:0] command_state;
reg command_start;
reg [31:0] saved_arg0;
reg i_dmi_req_valid_last;
assign o_reg_data = {reg_data1, reg_data0};
assign o_reg_addr = command[12:0];
assign o_wb_adr = {reg_data3, reg_data2[31:3], 3'h0};
assign o_wb_dat = 64'({reg_data1, reg_data0} << {reg_data2[2:0], 3'h0});
wire [63:0] received_data = i_wb_dat >> {reg_data2[2:0], 3'h0};
wire [63:0] wb_adr_plus_aamsize = o_wb_adr + (64'h1 << command[22:20]);
initial begin
    dmi_state = 2'h0;
    command_state = 2'h0;
    req_addr = 7'h0;
    req_data = 32'h0;
    saved_arg0 = 32'h0;
    reg_data0 = 32'h0;
    reg_data1 = 32'h0;
    reg_data2 = 32'h0;
    reg_data3 = 32'h0;
    o_halt = 1'b0;
    resumereq = 1'b0;
    resume_ack = 1'b0;
    keepalive = 1'b0;
    abstractcs = 4'h0;
    command = 32'h0;
    o_dmi_rsp_op = 2'h0;
    o_dmi_rsp_valid = 1'b0;
    i_dmi_req_valid_last = 1'b0;
    o_reg_access = 1'b0;
    o_reg_we = 1'b0;
    o_wb_lock = 1'b0;
    o_wb_cyc = 1'b0;
    o_wb_stb = 1'b0;
end
always @(posedge i_clk) begin
    dmi_state <= 2'h0;
    command_start <= 1'b0;
    if(i_reset) begin
        i_dmi_req_valid_last <= 1'b0;
        resume_ack <= 1'b0;
    end else begin
        if(!i_halted && !o_halt)
            resume_ack <= 1'b1;
        case (dmi_state)
            2'h0: begin
                if(!i_dmi_req_valid_last && i_dmi_req_valid && i_dmi_req_op != 0) begin
                    req_addr <= i_dmi_req_address;
                    req_data <= i_dmi_req_data;
                    o_dmi_rsp_op <= 2'h0;
                    o_dmi_rsp_valid <= 1'b0;
                    dmi_state <= i_dmi_req_op;
                end
            end
            2'h1: begin  
                if(i_dmi_rsp_ready) begin
                    case(req_addr)
                        7'h04: req_data <= reg_data0;
                        7'h05: req_data <= reg_data1;
                        7'h06: req_data <= reg_data2;
                        7'h07: req_data <= reg_data3;
                        7'h10: req_data <= {o_halt, 31'h1};
                        7'h11: req_data <= {14'h0, resume_ack, resume_ack, 4'h0, !i_halted, !i_halted, i_halted, i_halted, 1'b1, 3'h0, 4'h3};
                        7'h12: req_data <= 32'h0;
                        7'h16: req_data <= {19'h0, abstractcs_busy, 1'b0, abstractcs_cmderr, 8'h02};
                        7'h17: req_data <= command;
                        7'h1D: req_data <= 32'h0;
                        7'h38: req_data <= {3'h1, 9'h0, 3'h2, 5'h0, 7'd64, 5'h8};
                        default: begin
                            o_dmi_rsp_op <= 2'h2;
                        end
                    endcase
                    o_dmi_rsp_valid <= 1'b1;
                end else if(i_dmi_req_valid)
                    dmi_state <= 2'h1;
            end
            2'h2: begin  
                if(i_dmi_rsp_ready) begin
                    case(req_addr)
                        7'h04: begin end
                        7'h05: begin end
                        7'h06: begin end
                        7'h07: begin end
                        7'h10: begin
                            o_halt <= req_data[31:31] || (req_data[30:30] ? 1'b0 : i_halted);
                            resumereq <= req_data[30:30] ? 1'b1 : resumereq;
                            resume_ack <= 1'b0;
                            keepalive <= req_data[4:4] ? 1'b0 : (req_data[5:5] ? 1'b1 : keepalive);
                        end
                        7'h11,
                        7'h12: begin
                        end
                        7'h16: begin end
                        7'h17: begin
                            command <= req_data;
                            command_start <= 1'b1;
                        end
                        7'h1D: begin end
                        7'h38: begin end
                        default: begin
                            o_dmi_rsp_op <= 2'h2;
                        end
                    endcase
                    o_dmi_rsp_valid <= 1'b1;
                end else if(i_dmi_req_valid)
                    dmi_state <= 2'h2;
            end
            default: begin end
        endcase
        i_dmi_req_valid_last <= i_dmi_req_valid;
    end
end
wire [7:0] abs_cmd_cmdtype = command[31:24];
always @(posedge i_clk) begin
    if(i_reset) begin
        reg_data0 <= 32'h0;
        reg_data1 <= 32'h0;
        reg_data2 <= 32'h0;
        reg_data3 <= 32'h0;
        command_state <= 2'h0;
        saved_arg0 <= 32'h0;
        o_wb_we <= 1'b0;
        o_wb_stb <= 1'b0;
        o_wb_cyc <= 1'b0;
        o_wb_lock <= 1'b0;
    end else begin
        if(dmi_state == 2'h2) begin
            case(req_addr)
                7'h04: reg_data0 <= req_data;
                7'h05: reg_data1 <= req_data;
                7'h06: reg_data2 <= req_data;
                7'h07: reg_data3 <= req_data;
                7'h16: abstractcs[2:0] <= abstractcs[2:0] ^ req_data[10:8];
                default: begin end
            endcase
        end
        if(command_state != 0) begin
            if(abstractcs[3:3] && command_start && abstractcs_cmderr == 3'h0)
                abstractcs[2:0] <= 3'h1;
        end
        case(command_state)
            2'h0: begin
                abstractcs[3:3] <= 1'b0;
                if(command_start && abstractcs_cmderr == 3'h0) begin
                    abstractcs[3:3] <= 1'b1;
                    saved_arg0 <= reg_data0;
                    command_state <= 2'h1;
                end
            end
            2'h1: begin
                case(abs_cmd_cmdtype)
                    8'h0: begin
                        if(!i_halted) begin
                            abstractcs[2:0] <= 3'h4;
                            command_state <= 2'h0;
                        end
                        else if(command[17:17]) begin
                            o_reg_access <= 1'b1;
                            o_reg_we <= command[16:16];
                            command_state <= 2'h2;
                        end else begin
                            command_state <= 2'h0;
                        end
                    end
                    8'h2: begin
                        if(!i_halted) begin  
                            abstractcs[2:0] <= 3'h4;
                            command_state <= 2'h0;
                        end
                        else begin
                            if(command[22:20] < 3'h4)
                                command_state <= 2'h2;
                            else begin
                                abstractcs[2:0] <= 3'h2;
                                command_state <= 2'h0;
                            end
                        end
                    end
                    default: begin
                        abstractcs[2:0] <= 3'h2;
                        command_state <= 2'h0;
                    end
                endcase
            end
            2'h2: begin
                case(abs_cmd_cmdtype)
                    8'h0: begin
                        if(!o_reg_we) begin
                            reg_data0 <= i_reg_data[31:0];
                            reg_data1 <= i_reg_data[63:32];
                        end
                        o_reg_access <= 1'b0;
                        o_reg_we <= 1'b0;
                        command_state <= 2'h0;
                    end
                    8'h2: begin
                        if(!i_wb_rty && !i_wb_ack) begin
                            o_wb_we <= command[16:16];
                            o_wb_cyc <= 1'b1;
                            o_wb_stb <= 1'b1;
                            case(command[22:20])
                                3'h0: o_wb_sel <= 8'h01 << reg_data2[2:0];
                                3'h1: o_wb_sel <= 8'h03 << reg_data2[2:0];
                                3'h2: o_wb_sel <= 8'h0F << reg_data2[2:0];
                                default: o_wb_sel <= 8'hFF;
                            endcase
                            o_wb_lock <= 1'b1;
                            command_state <= 2'h3;
                        end else begin
                            command_state <= 2'h2;
                        end
                    end
                    default: begin
                        abstractcs[2:0] <= 3'h2;
                        command_state <= 2'h0;
                    end
                endcase
            end
            2'h3: begin
                case(abs_cmd_cmdtype)
                    8'h2: begin
                        if(!i_wb_rty && i_wb_ack && !i_wb_stall) begin
                            o_wb_cyc <= 1'b0;
                            o_wb_stb <= 1'b0;
                            o_wb_lock <= 1'b0;
                            if(!command[16:16]) begin
                                reg_data0 <= received_data[31:0];
                                reg_data1 <= received_data[63:32];
                            end
                            if(command[19:19]) begin
                                reg_data2 <= wb_adr_plus_aamsize[31:0];
                                reg_data3 <= wb_adr_plus_aamsize[63:32];
                            end
                            command_state <= 2'h0;
                        end else begin
                            command_state <= 2'h3;
                        end
                    end
                    default: begin
                        abstractcs[2:0] <= 3'h2;
                        command_state <= 2'h0;
                    end
                endcase
            end
            default: command_state <= 2'h0;
        endcase
    end
end
endmodule
[/design/flow/run.sh]
#!/bin/bash
# OpenROAD 26Q1-2900-gdf79404cd8, Yosys 0.63+post, stock flow scripts
make -C /OpenROAD-flow-scripts/flow DESIGN_CONFIG=/design/flow/config.mk WORK_HOME=/design/flow/orfs finish
[/design/flow/constraint.sdc]
current_design dm

set clk_period 9.6
set clk_io_pct 0.2

create_clock -name clk0 -period $clk_period [get_ports {i_clk}]

set non_clock_inputs [all_inputs -no_clocks]
set_input_delay [expr $clk_period * $clk_io_pct] -clock clk0 $non_clock_inputs
set_output_delay [expr $clk_period * $clk_io_pct] -clock clk0 [all_outputs]
==> flow_summary.toml <==
# synthesis and place-and-route metrics
[sta]
rsz0062_at_grt = "false"
setup_tns_ps = 0
fmax_mhz = 191
period_needed_ps = 5230
finalClockPeriodUsage_pct = 54.5
setup_viol = 0
skew_ps = 19.4
worst_pin_slew_ps = 961
finalHoldViolCount = 0
slew_headroom_pct = 35.4
slew_viol_final = 0

[clocking]
cts_setup_buffers = 0
clk_pin_slew_ps = 60
ctsHtreeMaxLevel = 1
post_cts_resized = 0
cts_sinks = 225
cts_root_buf = "clkbuf_16"
cts_tree = "yes"
insertion_delay_ps = 580
clockBufferDepth = 3
hold_buffers = 0
cts_buffers = 28

[synthesis]
ys_cells = 1912
ys_seq_elements = 225
async_flop_share_pct = 0
avgSynthCellArea_sq_um = 8.61
ys.flop_type = "dfxtp_1"
synth_seq_share_pct = 32.7
yosysWarnings = 1
yosysChipArea_sq_mm = 0.0165
synth_cells = 1912
edf_count = 88
synthDistinctLibCells = 89
synthesis.area_sq_mm = 0.0165

[worst_hold_path]
min_path_cells = 2
hp-start = "o_wb_we"
hp-class = "register to register"

[floorplanning]
die_h_microns = 205
fp_util_pct = 40.9
core_area_sq_mm = 0.0402
die_x_microns = 205
chipArea_sq_mm = 0.0420
io_pins = 433
num_rows = 73

[place]
gp_congestion = 1.05
hpwl_microns = 66600
dpl_cell_area_sq_mm = 0.0208
port-buffer-count = 428

[pwr]
p_seq_share_pct = 44.1
intPower_mw = 1.79
comb_power_share_pct = 8.9
clkPwrFrac_pct = 47.0
power_switching_mw = 0.584
ir_drop_mv = 0.116
power_density_mw_per_mm2 = 109
switching_share_pct = 24.6
p_leak_nw = 7.66
total_power_mw = 2.37

[finish]
area_delta_synth_final_pct = 32.1
drive_gt1_share_pct = 11.1
postLayoutCoreUtil_pct = 54.1
fillers = 3668
design_area_sq_mm = 0.0217

[global_route]
grt_overflow_total = 0
grt_pass1_wl_microns = 124000
grt_usage_pct = 43.2
grt_pass1_vias = 17144
grt_max_degree = 100
antenna_found_initial = 3

[worst_setup_path]
crit_arrival_ps = 3310
reg2reg_from = "command[21]"
startpoint_type = "register"
worst_path_max_delay_cell = "dfxtp_4"
path_cells = "buf_12, inv_1, nor2_1, buf_4, a21oi_1, o22ai_1, clkdlybuf4s50_1"
worstPathMaxFanout = 99
slowest_delay_ps = 670
crit_type = "register to output pin"
ff2ff_path_depth = 11
startpoint = "reg_data2[0]"
required_ps = 7680
crit_path_end_kind = "output pin"

[routing]
wire_per_inst_microns = 31.6
drc_errors = 0
dr.pass1.iters = 7
drt_iter0_markers = 1772
ant_nets = 0
via_per_inst = 6.37
vias = 17601
wirelength_microns = 87500

[status]
outcome = "finished clean"

[job]
maxCapViolCount = 0
log.warning_count = 32
-- cells by family (layout without fill, tap and decap cells) --
kind of cell,Yosys count,in the layout,share of synthesized area (%)
muxes,264,264,19.0
adders and majority gates,14,14,1.11
and+or+nand+nor,623,623,18.3
AOI/OAI and AO/OA,522,522,20.4
DFF,225,225,32.7
xor gates and xnor gates,29,29,1.54
buffers and inverters,234,558,6.84
other,1,5,0.0228
-- cell type report --
type | instances | area (sq um) | share of cell area, %
multi-input combinational | 1456 | 9990 | 45.9
sequential | 225 | 5390 | 24.8
timing repair buffer | 473 | 4630 | 21.3
clock buffer | 47 | 876 | 4.03
tap | 525 | 657 | 3.02
inverter | 34 | 128 | 0.587
clock inverter | 4 | 70.1 | 0.322
antenna | 1 | 2.50 | 0.0115
-- per-stage QoR --
| step | std cells | hold WS [ps] | setup WS, ps |
|---|---|---|---|
| after global routing | 2764 | 538 | 4190 |
| after global placement | 2713 | 493 | 4960 |
| after CTS | 2764 | 528 | 4370 |
| after detailed placement | 2713 | 513 | 4980 |
| final | 2765 | 517 | 4370 |
| after floorplan | 1915 | 437 | 4410 |
-- cells in the mapped netlist (4+ instances only) --
cell	number	share of area [%]
a22oi_1	50	2.3
a311oi_1	6	0.32
nor4_1	6	0.23
buf_4	53	2.4
o22ai_1	46	1.7
nand2_1	181	4.1
inv_1	32	0.73
a221oi_1	38	2.0
nor3b_1	11	0.50
a31oi_1	22	0.84
mux4_2	30	4.1
buf_1	17	0.39
xor2_1	9	0.48
mux2i_1	145	8.8
nor4_2	4	0.30
edfxtp_1	88	16
a2111oi_0	6	0.32
a21oi_1	174	5.3
buf_2	38	1.2
a32oi_1	7	0.37
xnor2_1	20	1.1
a211oi_1	19	0.87
and3_1	20	0.76
nand2b_1	6	0.23
mux2_2	89	6.1
nor3_1	34	1.0
nor2b_1	11	0.42
and4_1	6	0.32
o2bb2ai_1	16	0.85
nor2_1	222	5.1
nand3_1	32	0.97
clkbuf_1	91	2.1
dfxtp_1	137	17
or2_2	6	0.23
a21o_1	4	0.18
nand4_1	18	0.68
ha_1	13	0.99
and2_1	34	1.3
o21ai_0	93	2.8
-- metal layers --
metal	vias to the layer above	wire length, microns	GRT usage (%)
met5	-	87	1.19
met4	6	5440	22.4
met3	252	10500	16.0
met2	1233	38900	62.9
met1	8442	32600	57.1
li1	7668	-	-
-- power by group through the flow --
stage / clock network [mW] / registers [mW] / logic, mW
final: 1.11 / 1.05 / 0.211
after CTS: 1.11 / 1.04 / 0.209
after global routing: 1.16 / 1.04 / 0.221
-- registers in the layout (all words and copies together) (netlist names), 2 cells and up --
signal,flops
reg_data2,32
reg_data0,32
o_wb_sel,8
abstractcs,4
command,32
reg_data1,32
req_addr,7
reg_data3,32
req_data,32
dmi_state,2
command_state,2
-- final timing paths --
check                        to  slack (ps)
hold reg to reg         o_wb_we         520
setup reg to reg  reg_data2[19]        5810
setup / recovery   o_wb_dat[36]        4370
hold / removal          o_wb_we         520
-- critical path: cells and delay by family (launching register included) --
family	cells	cell delay, ps
flops	1	670
simple gates	1	340
buf+inv	4	1410
compound gates	2	260
-- layout by cell type (no fill, tap or decap), drive strengths merged, types with 7 or more instances in the layout --
cell type and count:
buf 46, a22oi 50, edfxtp 88, nor2 222, and2 35, nor3b 12
a2111oi 7, nand3 32, nor3 38, a21oi 174, and3 20, mux4 30
dfxtp 137, a31oi 22, nor4 13, o22ai 46, o2bb2ai 16, mux2i 145
nand4 22, a211oi 21, mux2 89, o21ai 94, ha 13, xor2 9
a32oi 7, xnor2 20, inv 33, nand2 181, a221oi 38, nor2b 11
or2 8, clkdlybuf4s50 427, clkbuf 47
Power and IR drop assume default switching activity.
